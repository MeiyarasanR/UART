$ cat /design/flow/run.sh
#!/bin/bash
# OpenROAD 26Q1-2900-gdf79404cd8, Yosys 0.63+post, stock flow scripts
make -C /OpenROAD-flow-scripts/flow DESIGN_CONFIG=/design/flow/config.mk WORK_HOME=/design/flow/orfs finish
$ cat /design/flow/config.mk
export PLATFORM = sky130hd
export DESIGN_NAME = uart_top
export DESIGN_NICKNAME = uart_top
export VERILOG_FILES = /design/flow/design.v
export SDC_FILE = /design/flow/constraint.sdc
export NUM_CORES = 4
export LEC_CHECK = 1
export CORE_UTILIZATION = 40
$ cat /design/flow/constraint.sdc
current_design uart_top

set clk_period 2.9
set clk_io_pct 0.2

create_clock -name clk0 -period $clk_period [get_ports {clk}]

set non_clock_inputs [all_inputs -no_clocks]
set_input_delay [expr $clk_period * $clk_io_pct] -clock clk0 $non_clock_inputs
set_output_delay [expr $clk_period * $clk_io_pct] -clock clk0 [all_outputs]
$ cat /design/flow/design.v
`timescale 1ns / 1ps
module baud_rate_generator(
    input wire clk,            
    input wire rst,            
    output reg tx_clk_en,      
    output reg rx_clk_en       
);
    parameter CLK_FREQ = 100_000_000;   
    parameter BAUD_RATE = 9600;         
    localparam TX_DIVISOR = CLK_FREQ / BAUD_RATE;            
    localparam RX_DIVISOR = CLK_FREQ / (BAUD_RATE * 16);     
    reg [15:0] tx_counter = 16'd0;      
    reg [15:0] rx_counter = 16'd0;      
    always @(posedge clk) begin
        if (rst) begin
            tx_counter <= 16'd0;
            tx_clk_en <= 1'b0;
        end
        else if (tx_counter == TX_DIVISOR - 1) begin
            tx_counter <= 16'd0;
            tx_clk_en <= 1'b1;   
        end
        else begin
            tx_counter <= tx_counter + 1'b1;
            tx_clk_en <= 1'b0;
        end
    end
    always @(posedge clk) begin
        if (rst) begin
            rx_counter <= 16'd0;
            rx_clk_en <= 1'b0;
        end
        else if (rx_counter == RX_DIVISOR - 1) begin
            rx_counter <= 16'd0;
            rx_clk_en <= 1'b1;   
        end
        else begin
            rx_counter <= rx_counter + 1'b1;
            rx_clk_en <= 1'b0;
        end
    end
endmodule
`timescale 1ns / 1ps
module uart_receiver(
    input wire clk,             
    input wire rst,             
    input wire rx_line,         
    input wire rx_clk_en,       
    input wire rx_ready_clr,    
    output reg rx_ready,        
    output reg [7:0] rx_data    
);
    localparam IDLE = 2'b00;
    localparam START = 2'b01;
    localparam DATA = 2'b10;
    localparam STOP = 2'b11;
    reg [1:0] state = IDLE;             
    reg [3:0] sample_count = 4'd0;      
    reg [2:0] bit_index = 3'd0;         
    reg [7:0] rx_shift_reg = 8'd0;      
    always @(posedge clk) begin
        if (rst) begin
            state <= IDLE;
            rx_ready <= 1'b0;
            rx_data <= 8'd0;
            sample_count <= 4'd0;
            bit_index <= 3'd0;
            rx_shift_reg <= 8'd0;
        end
        else begin
            if (rx_ready_clr)
                rx_ready <= 1'b0;
            if (rx_clk_en) begin
                case (state)
                    IDLE: begin
                        sample_count <= 4'd0;
                        bit_index <= 3'd0;
                        if (rx_line == 1'b0) begin
                            state <= START;
                        end
                    end
                    START: begin
                        if (sample_count == 4'd15) begin
                            state <= DATA;
                            sample_count <= 4'd0;
                        end
                        else begin
                            sample_count <= sample_count + 1'b1;
                        end
                    end
                    DATA: begin
                        sample_count <= sample_count + 1'b1;
                        if (sample_count == 4'd8) begin
                            rx_shift_reg[bit_index] <= rx_line;
                        end
                        if (sample_count == 4'd15) begin
                            if (bit_index == 3'd7) begin
                                state <= STOP;
                                sample_count <= 4'd0;
                            end else begin
                                bit_index <= bit_index + 1'b1;
                                sample_count <= 4'd0;
                            end
                        end
                    end
                    STOP: begin
                        if (sample_count == 4'd15) begin
                            state <= IDLE;
                            rx_data <= rx_shift_reg;   
                            rx_ready <= 1'b1;          
                            sample_count <= 4'd0;
                        end
                        else begin
                            sample_count <= sample_count + 1'b1;
                        end
                    end
                    default: begin
                        state <= IDLE;
                        sample_count <= 4'd0;
                        bit_index <= 3'd0;
                    end
                endcase
            end
        end
    end
endmodule
`timescale 1ns / 1ps
module uart_top(
    input wire clk,             
    input wire rst,             
    input wire tx_start,        
    input wire [7:0] tx_data,   
    input wire rx_ready_clr,    
    output wire tx_busy,        
    output wire rx_ready,       
    output wire [7:0] rx_data   
);
    wire tx_clk_en;
    wire rx_clk_en;
    wire tx_line;
    baud_rate_generator #(
        .CLK_FREQ(100_000_000),
        .BAUD_RATE(115200)   
    ) baud_gen (
        .clk(clk),
        .rst(rst),
        .tx_clk_en(tx_clk_en),
        .rx_clk_en(rx_clk_en)
    );
    uart_transmitter transmitter (
        .clk(clk),
        .rst(rst),
        .tx_start(tx_start),
        .tx_clk_en(tx_clk_en),
        .tx_data(tx_data),
        .tx_line(tx_line),
        .tx_busy(tx_busy)
    );
    uart_receiver receiver (
        .clk(clk),
        .rst(rst),
        .rx_line(tx_line),
        .rx_clk_en(rx_clk_en),
        .rx_ready_clr(rx_ready_clr),
        .rx_ready(rx_ready),
        .rx_data(rx_data)
    );
endmodule
`timescale 1ns / 1ps
module uart_transmitter(
    input wire clk,            
    input wire rst,            
    input wire tx_start,       
    input wire tx_clk_en,      
    input wire [7:0] tx_data,  
    output reg tx_line,        
    output wire tx_busy        
);
    localparam IDLE  = 2'b00;
    localparam START = 2'b01;
    localparam DATA  = 2'b10;
    localparam STOP  = 2'b11;
    reg [1:0] state = IDLE;            
    reg [2:0] bit_index = 3'd0;        
    reg [7:0] tx_shift_reg = 8'd0;     
    always @(posedge clk) begin
        if (rst) begin
            state <= IDLE;
            tx_line <= 1'b1;   
            bit_index <= 3'd0;
            tx_shift_reg <= 8'd0;
        end
        else begin
            case (state)
                IDLE: begin
                    tx_line <= 1'b1;   
                    if (tx_start) begin
                        state <= START;
                        tx_shift_reg <= tx_data;   
                        bit_index <= 3'd0;
                    end
                end
                START: begin
                    if (tx_clk_en) begin
                        tx_line <= 1'b0;   
                        state <= DATA;
                    end
                end
                DATA: begin
                    if (tx_clk_en) begin
                        tx_line <= tx_shift_reg[bit_index];   
                        if (bit_index == 3'd7)
                            state <= STOP;
                        else
                            bit_index <= bit_index + 1'b1;
                    end
                end
                STOP: begin
                    if (tx_clk_en) begin
                        tx_line <= 1'b1;   
                        state <= IDLE;
                    end
                end
                default: begin
                    state <= IDLE;
                    tx_line <= 1'b1;
                end
            endcase
        end
    end
    assign tx_busy = (state != IDLE);
endmodule
==> impl_metrics.csv <==
group,metric,value,unit
clock_tree,cts_num_sinks,74,
power,power_density,536,nW/um^2
detailed_routing,via_per_inst,5.14,
detailed_routing,wl_per_cell,11.5,um
logic_synthesis,ys_warn_count,3,
detailed_routing,num_vias,2730,
floorplanning,dieWidth,96.7,um
setup_path,start_kind,"register",
logic_synthesis,synth_top_area_share,0.413,
clock_tree,clock_path_buffers,2,
global_route,grt.overflow.total,0,
global_route,grt_pass1_vias,2491,
clock_tree,path_clk_slew,70,ps
logic_synthesis,synthCells,403,
cells_and_area,n_fill_cell,822,
final_timing,period_used_share,0.788,
final_timing,tightest_slew,811,ps
logic_synthesis,largest_area_cell,"dfxtp_1",
final_timing,maxSlewHeadroom,0.460,
power,vdd_drop_max,252,uV
clock_tree,holdBufCountCts,0,
floorplanning,core_region_area,8720,sq um
clock_tree,postCtsSetupBuffers,0,
logic_synthesis,avgSynthCellArea,8.90,sq um
job,drv_cap,0,
final_timing,slew_viol_final,0,
run_status,outcome,"finished clean",
logic_synthesis,synthFlopType,"dfxtp_1",
logic_synthesis,netlist_area,3590,sq um
detailed_routing,drtAntennaViolNets,0,
clock_tree,clock_latency,340,ps
logic_synthesis,ys_cells,403,
final_timing,timing.setup.tns,0,ps
final_timing,fmax,438,MHz
placement,io_buffers,21,
clock_tree,cts_resized,0,
final_timing,whs,457,ps
global_route,grt_max_degree,47,
worst_hold_path,hold_class,"register to register",
logic_synthesis,ys_ff,74,
floorplanning,dieHeight,96.7,um
detailed_routing,drc,0,
setup_path,worstPathRequired,2320,ps
final_timing,setup_viol,0,
global_route,top_usage_layer,"met1",
detailed_routing,diodes,0,
cells_and_area,layout-drive-gt1-share,0.0757,
setup_path,end_kind,"primary output",
cells_and_area,utilization,0.461,
global_route,met3_usage,0.0338,
global_route,global_route.usage.met1,0.222,
final_timing,rsz0062_at_grt,"no",
placement,hpwl,4.18,mm
global_route,grt_use_met2,0.202,
cells_and_area,largest_registers,"baud_gen.rx_counter (16), baud_gen.tx_counter (16)",
floorplanning,die_area,9350,sq um
global_route,antenna_found_initial,0,
global_route,grt_pass1_wl,11.0,mm
power,finalPower,0.00216,W
logic_synthesis,yosysUniqueCellTypes,49,
final_timing,post-route-min-period,2280,ps
job,warnings,38,
placement,gp_congestion,0.843,
logic_synthesis,async_flop_share,0,
clock_tree,h-tree-depth,3,
cells_and_area,mostFrequentLayoutCell,"dfxtp_1",
floorplanning,rows,34,
clock_tree,root_buffer,"clkbuf_8",
logic_synthesis,area_leaders,"dfxtp_1, ha_1, nor2_1",
logic_synthesis,postSynthSeqShare,0.413,
logic_synthesis,edf_count,0,
final_timing,hold_viol_final,0,
final_timing,clock_skew,4.98,ps
cells_and_area,final_cell_mix,"dfxtp_1, nor2_1, nand2_1",
clock_tree,cts_buffers,9,
floorplanning,io_pins,22,
setup_path,critPathMaxFanout,14,
detailed_routing,routed_wl,6.08,mm
floorplanning,fp_util,0.411,
global_route,grt_usage,0.139,
setup_path,crit_arrival,1700,ps
clock_tree,cts_tree,"done",
power,leakage,1.52,nW
detailed_routing,drtIter0Drc,60,
cells_and_area,area_delta_synth_final,12.2,%
setup_path,crit_type,"register to primary output",
detailed_routing,drt_pre_antenna_iters,4,
logic_synthesis,ys_chip_area,3590,sq um
==> Yosys cell counts (6+ instances only) <==
cell and instances:
nand2_1 24, clkbuf_1 12, nor3_1 12, xnor2_1 22, inv_1 23, and3_1 7
buf_2 6, nor2_1 58, mux2i_1 17, nand4_1 11, dfxtp_1 74, nand3_1 22
xor2_1 7, nor4_1 11, ha_1 22, a21oi_1 15, nand2b_1 6
==> per-stage QoR <==
stage	std cells	cell area (sq um)	setup slack, ps
2_1_floorplan	403	3590	1110
3_3_place_gp	515	3860	691
3_5_place_dp	515	3860	647
4_1_cts	531	4020	596
5_1_grt	531	4020	487
6_report	531	4020	615
==> cell families (layout without fill, tap and decap cells) <==
group / after synthesis / after routing / share of synthesized area
AOI/OAI and AO/OA: 42 / 42 / 0.0844
xor gates and xnor gates: 29 / 29 / 0.0708
adders and majority gates: 22 / 22 / 0.0768
buffers and inverters: 41 / 61 / 0.0450
DFF: 74 / 74 / 0.413
muxes: 20 / 20 / 0.0632
and+or+nand+nor: 175 / 175 / 0.247
==> final cells by class <==
type                    count  area [sq um]  area share
flip-flops and latches     74          1480       0.368
well taps                 108           135      0.0336
clock buffers              13           149      0.0370
clock inverters             3          15.0     0.00373
repair buffers             22           213      0.0529
multi-input cells         288          1940       0.483
inverters                  23          86.3      0.0215
==> metal layers <==
metal / wire length (um) / part of all wire / vias to the layer above
met5: 0 / 0 / -
met2: 2540 / 0.42 / 33
met1: 3240 / 0.53 / 1262
met4: 63 / 0.010 / 0
li1: - / - / 1430
met3: 245 / 0.040 / 5
==> path summary, 6_finish.rpt <==
check / startpoint / cells past startpoint / end / slack [ps]
worst max-delay path: transmitter.state[0]$_SDFFE_PP0P_ / 4 / tx_busy / 620
worst min-delay path: transmitter.tx_shift_reg[2]$_SDFFE_PP0P_ / 2 / transmitter.tx_shift_reg[2]$_SDFFE_PP0P_ / 460
worst max register to register: receiver.bit_index[0]$_SDFFE_PP0P_ / 6 / receiver.rx_shift_reg[0]$_SDFFE_PP0P_ / 890
worst min register to register: transmitter.tx_shift_reg[2]$_SDFFE_PP0P_ / 2 / transmitter.tx_shift_reg[2]$_SDFFE_PP0P_ / 460
==> worst max-delay path, cell delays in order (launching register included) <==
cell and delay (ps):
dfxtp_1 380, inv_1 80, ha_1 360, inv_1 100, clkdlybuf4s50_1 460
==> power breakdown <==
| part | internal (W) | switching (W) |
|---|---|---|
| sequential | 0.00106 | 0.0000372 |
| clock | 0.000331 | 0.000353 |
| combinational | 0.000173 | 0.000203 |
Power and IR drop assume default switching activity.
